==> flow/design.v <==
module ticket_vending(Clock, Clear, Ten, Twenty, Ready, Dispense, Return, Bill);
input Clock, Clear, Ten, Twenty;
output Ready, Dispense, Return, Bill;
reg Ready, Dispense, Return, Bill;
parameter ON  = 1'b1;
parameter OFF = 1'b0;
parameter  
	RDY    = 6'b000001,
	DISP   = 6'b000010,
	RTN    = 6'b000100,
	BILL10 = 6'b001000,
	BILL20 = 6'b010000,
	BILL30 = 6'b100000;
reg [5:0] State, NextState;
always @(posedge Clock)
begin 
 if (Clear)
 	State <= RDY;
 else
	State <= NextState;
end
always @(State)
begin
case (State)
	RDY:	begin
		Ready    = ON;
		Bill     = OFF;
		Dispense = OFF;
		Return   = OFF;
		end
	DISP:	begin
		Ready    = OFF;
		Bill     = OFF;
		Dispense = ON;
		Return   = OFF;
		end
	RTN:	begin
		Ready    = OFF;
		Bill     = OFF;
		Dispense = OFF;
		Return   = ON;
		end
	BILL10:	begin
		Ready    = OFF;
		Bill     = ON;
		Dispense = OFF;
		Return   = OFF;
		end
	BILL20:	begin
		Ready    = OFF;
		Bill     = ON;
		Dispense = OFF;
		Return   = OFF;
		end
	BILL30:	begin
		Ready    = OFF;
		Bill     = ON;
		Dispense = OFF;
		Return   = OFF;
		end
endcase
end
always @(State or Ten or Twenty)
begin
case (State)
	RDY:	begin
		if (Ten)
			NextState = BILL10;
		else if (Twenty)
			NextState = BILL20;
		else
			NextState = RDY;
		end
	BILL10:	begin
		if (Ten)
			NextState = BILL20;
		else if (Twenty)
			NextState = BILL20;  
		else
			NextState = BILL10;
		end
	BILL20:	begin
		if (Ten)
			NextState = BILL30;
		else if (Twenty)
			NextState = DISP;
		else
			NextState = BILL20;
		end
	BILL30:	begin
		if (Ten)
			NextState = DISP;
		else if (Twenty)
			NextState = RTN;
		else
			NextState = BILL30;
		end
	DISP:	begin
			NextState = RDY;
		end
	RTN:	begin
			NextState = RDY;
		end
endcase
end
endmodule
==> flow/constraint.sdc <==
current_design ticket_vending

set clk_period 1.0
set clk_io_pct 0.2

create_clock -name clk0 -period $clk_period [get_ports {Clock}]

set non_clock_inputs [all_inputs -no_clocks]
set_input_delay [expr $clk_period * $clk_io_pct] -clock clk0 $non_clock_inputs
set_output_delay [expr $clk_period * $clk_io_pct] -clock clk0 [all_outputs]
==> flow/config.mk <==
export PLATFORM = sky130hd
export DESIGN_NAME = ticket_vending
export DESIGN_NICKNAME = ticket_vending
export VERILOG_FILES = /design/flow/design.v
export SDC_FILE = /design/flow/constraint.sdc
export NUM_CORES = 4
export LEC_CHECK = 1
export CORE_AREA = 10 10 70 70
export DIE_AREA = 0 0 80 80
==> flow/run.sh <==
#!/bin/bash
# OpenROAD 26Q1-2900-gdf79404cd8, Yosys 0.63+post, stock flow scripts
make -C /OpenROAD-flow-scripts/flow DESIGN_CONFIG=/design/flow/config.mk WORK_HOME=/design/flow/orfs finish
==> results.json <==
{
  "required_ns": 1.12,
  "cp_slowest_cell": "clkdlybuf4s50_1",
  "via_per_inst": 3.98,
  "hp-class": "input port to register",
  "path_max_fanout": 2,
  "power_switching_share_pct": 23.8,
  "ys_async_sr_fraction_pct": 0,
  "synth.avg_cell_area_um2": 9.12,
  "layout_top_cells": "dlxtn_1 (10), clkdlybuf4s50_1 (7), dfxtp_1 (6), nor2b_1 (6)",
  "p_seq_share_pct": 48.3,
  "edf_count": 0,
  "vdd_ir_drop_max_v": 0.000177,
  "die_y_um": 80,
  "untimed_endpoints": 14,
  "criticalPathCategory": "input port to register",
  "cp_num_buf_inv": 1,
  "unclocked_regs": 10,
  "clock.fmax_ghz": 1.28,
  "tightest_slew_ns": 0.416,
  "max_stage_delay_ns": 0.42,
  "start_kind": "input port",
  "ys_cells": 65,
  "yosys.cell_types.count": 28,
  "core.rowCount": 21,
  "dr.max_layer_used": "met3",
  "diodes": 0,
  "p_int_uw": 472,
  "cp.arrival_ns": 0.91,
  "fin_cells": 120,
  "end_kind": "register",
  "grt_pass1_vias": 430,
  "wl_met2_um": 572,
  "wl_met1_um": 541,
  "h-tree-depth": 1,
  "setup_tns_ns": 0,
  "grt_pass1_wl_um": 1950,
  "pin_count": 8,
  "dpl.cell_count": 117,
  "cap_violations": 0,
  "drive_above_1_share_pct": 12.2,
  "rsz0062_at_grt": "no",
  "warning_count": 25,
  "cts_buffers": 3,
  "fp.dieArea_mm2": 0.00640,
  "cts_tree": "built",
  "ys.flops": 16,
  "synth-main-ff-cell": "dlxtn_1",
  "die_w_um": 80,
  "clkTransAtPathRegs_ns": 0.04,
  "synth_area_um2": 593,
  "ant_nets": 0,
  "comb_power_share_pct": 16.8,
  "wl_per_cell_um": 9.90,
  "cellLeakagePower_nw": 0.298,
  "finalMaxSlewViolations": 0,
  "final_common_cell": "dlxtn_1",
  "final-setup-viol-count": 0,
  "totalWireLength_um": 1190,
  "antenna_found_initial": 0,
  "n_fill_cell": 382,
  "drc_errors": 0,
  "hold_buffers": 0,
  "cts_resized": 0,
  "clockPowerShare_pct": 34.9,
  "p_sw_uw": 147,
  "clockRootBuffer": "clkbuf_4",
  "post_cts_buffers": 0,
  "syn2layout_area_growth_pct": 24.1,
  "path_cells": "clkdlybuf4s50_1 > or2_2",
  "overflow": 0,
  "wl_met3_um": 74,
  "clk_path_buf_depth": 2,
  "netlist_instances": 65,
  "yosys_warnings": 1,
  "critical_path.top_delay_family": "buffers and inverters",
  "drt_iter0_drc": 23,
  "status": "completed",
  "gp_congestion": 0.812,
  "dr.pass1.iters": 4,
  "core_mm2": 0.00342,
  "hold_violations": 0,
  "track_usage_pct": 3.64,
  "grt_max_degree": 11,
  "slew_headroom_pct": 72.2,
  "power_density_mw_per_mm2": 841,
  "hpwl_um": 967,
  "min_period_ns": 0.783,
  "finalCritPeriodShare_pct": 78.3,
  "yosys_area_um2": 593,
  "fp_util_pct": 17.4,
  "vias": 477,
  "port_buffers": 7
}
cell type report:
| cell class | count | area [µm²] | share of cell area, % |
|---|---|---|---|
| clock buffers | 3 | 22.5 | 3.06 |
| multi-input cells | 46 | 304 | 41.3 |
| inverters | 1 | 3.75 | 0.510 |
| flip-flops and latches | 16 | 270 | 36.7 |
| repair buffers | 8 | 77.6 | 10.5 |
| well taps | 46 | 57.6 | 7.82 |
cells by family (layout without fill, tap and decap cells):
logic type | after synthesis | count (layout) | synth area share (%)
DFF | 6 | 6 | 20.3
latches | 10 | 10 | 25.3
xor gates and xnor gates | 2 | 2 | 2.95
buffers and inverters | 3 | 12 | 3.16
and+or+nand+nor | 29 | 29 | 29.3
AOI/OAI and AO/OA | 15 | 15 | 19.0
worst paths after layout:
path | start | end | depth (start not counted)
worst max-delay path | Clear | State[0]$_SDFF_PP1_ | 2
worst min-delay path | Clear | State[0]$_SDFF_PP1_ | 2
stage by stage:
step	instance area [µm²]	hold WS (ns)	setup slack (ns)	total power [mW]	utilization, %
after CTS	736	0.562	0.221	0.635	21.5
after floorplan	593	0.272	0.412	0.369	-
after global placement	713	0.800	-0.0208	0.406	20.9
final	736	0.566	0.217	0.619	21.5
after detailed placement	713	0.813	-0.0343	0.409	20.9
after global routing	736	0.577	0.204	0.664	21.5
synthesized netlist by cell type (2+ instances only):
master | number | area share, %
a21oi_1 | 3 | 2.5
a22oi_1 | 2 | 2.5
dfxtp_1 | 6 | 20
dlxtn_1 | 10 | 25
nand2_1 | 3 | 1.9
nand3b_1 | 2 | 2.5
nor2_1 | 5 | 3.2
nor2b_1 | 6 | 6.3
nor3_1 | 4 | 3.4
o21ai_0 | 5 | 4.2
xor2_1 | 2 | 3.0
flip-flops by register name, indices dropped and copies added, names as in the netlist:
name and count:
NextState 6, State 6, Bill 1, Dispense 1, Ready 1, Return 1
routing by layer:
layer | up-vias | GRT usage (%)
met3 | 0 | 1.25
met4 | 0 | 0.704
met5 | - | 0
met1 | 220 | 4.67
met2 | 10 | 5.78
li1 | 247 | -
power by group through the flow:
| stage | registers (mW) | logic (mW) | clock network, mW |
|---|---|---|---|
| after CTS | 0.299 | 0.106 | 0.230 |
| after global routing | 0.301 | 0.118 | 0.245 |
| final | 0.299 | 0.104 | 0.216 |
Power is estimated from default activity; no workload was simulated.
