$ cat ./config.mk
export PLATFORM = sky130hd
export DESIGN_NAME = mux
export DESIGN_NICKNAME = mux
export VERILOG_FILES = /design/flow/design.v
export SDC_FILE = /design/flow/constraint.sdc
export NUM_CORES = 4
export LEC_CHECK = 1
export CORE_AREA = 10 10 84 84
export DIE_AREA = 0 0 94 94
$ cat ./constraint.sdc
current_design mux

set clk_period 2.6
set clk_io_pct 0.2

create_clock -name clk0 -period $clk_period

set non_clock_inputs [all_inputs -no_clocks]
set_input_delay [expr $clk_period * $clk_io_pct] -clock clk0 $non_clock_inputs
set_output_delay [expr $clk_period * $clk_io_pct] -clock clk0 [all_outputs]
$ cat ./design.v
module mux(sel,inp0, inp1, inp2, inp3, inp4, inp5, inp6, inp7, inp8, 
           inp9, inp10, inp11, inp12, inp13, inp14, inp15, inp16, inp17,
           inp18, inp19, inp20, inp21, inp22, inp23, inp24, inp25, inp26,
           inp27, inp28, inp29, inp30, out);
  input [4:0] sel;
  input [1:0] inp0, inp1, inp2, inp3, inp4, inp5, inp6,
            inp7, inp8, inp9, inp10, inp11, inp12, inp13, 
            inp14, inp15, inp16, inp17, inp18, inp19, inp20,
            inp21, inp22, inp23, inp24, inp25, inp26,
            inp27, inp28, inp29, inp30; 
  output [1:0] out;
  reg [1:0] out;
  always @(sel or inp0  or inp1 or  inp2 or inp3 or inp4 or inp5 or inp6 or
            inp7 or inp8 or inp9 or inp10 or inp11 or inp12 or inp13 or 
            inp14 or inp15 or inp16 or inp17 or inp18 or inp19 or inp20 or
            inp21 or inp22 or inp23 or inp24 or inp25 or inp26 or inp27 or 
            inp28 or inp29 or inp30 )
  begin
    case(sel)
      5'b00000: out = inp0;  
      5'b00001: out = inp1;  
      5'b00010: out = inp2;  
      5'b00011: out = inp3;  
      5'b00100: out = inp4;  
      5'b00101: out = inp5;  
      5'b00110: out = inp6;  
      5'b00111: out = inp7;  
      5'b01000: out = inp8;  
      5'b01001: out = inp9;  
      5'b01010: out = inp10;
      5'b01011: out = inp11;
      5'b01100: out = inp12;    
      5'b01101: out = inp13; 
      5'b01110: out = inp14;
      5'b01111: out = inp15;
      5'b10000: out = inp16;
      5'b10001: out = inp17;
      5'b10010: out = inp18;
      5'b10011: out = inp19;
      5'b10100: out = inp20;
      5'b10101: out = inp21;
      5'b10110: out = inp22;
      5'b10111: out = inp23;
      5'b11000: out = inp24;
      5'b11001: out = inp25;
      5'b11010: out = inp26;
      5'b11011: out = inp27;
      5'b11100: out = inp28;
      5'b11101: out = inp29;  
      default: out = 0;
    endcase
  end
endmodule 
$ cat ./run.sh
#!/bin/bash
# OpenROAD 26Q1-2900-gdf79404cd8, Yosys 0.63+post, stock flow scripts
make -C /OpenROAD-flow-scripts/flow DESIGN_CONFIG=/design/flow/config.mk WORK_HOME=/design/flow/orfs finish
==> run summary <==
From the run reports.

- The initial standard-cell utilization of the core reads 13.68%.
- The worst voltage drop across the vdd grid reads 0.00005053 V.
- The maximum frequency from static timing analysis is 400.3 MHz.
- The minimum clock period reads 2.498 ns.
- The fraction of the core area covered by cells at the end of the flow is 31.06%.
- The final global-route overflow total is 0.
- In this run the core area contains 26 standard-cell rows.
- The post-route fraction of the period consumed by the critical path is 96.07%.
- Checking max transition, the worst relative margin is 76.80%.
- Along the worst path, the maximum fanout reaches 1.
- The initial antenna violation count was 0.
- The total leakage power reads 0.6211 nW.
- The slowest stage cell on the critical path reads mux4_2.
- The worst min-delay path startpoint is sel[0].
- The yosys cell count is 98.
- The required time at the worst-slack endpoint is 2.08 ns.
- Summed over all layers, the routed wires come to 3640 um.
- The critical path startpoint category reads a primary input.
- For this sky-water flow run, the detailed-routed wirelength per cell is reported as 14.68 um.
- In this run the tool buffered the top-level ports with 67 buffer cells.
- The via total after detailed routing is 1,052.
- The top cell type by total area after synthesis reads mux4_2.
- The number of top-level pins reads 69.
- The worst hold path cell count reads 5.
- Dividing total power by cell area gives a power density of 140.7 mW/mm^2.
- The total area inside the core boundary comes to 0.005205 mm^2.
- For this run, the number of standard cells in the final layout without fillers is 248.
- The OpenROAD warning count is 34.
- The antenna diode count reads 0.
- Between the synthesized netlist and the finished layout, the area growth was recorded as 127.1%.
- The die span in x is 94 um.
- The reported max-cap violation count reads 0.
- The worst hold path belongs to the class primary input to primary output.
- The top cell family by delay on the critical path is buffers and inverters.
- The count of routing violations after the opening detailed-route iteration reads 29.
- From the final report, the count of setup violators was given as 0.
- Looking at the setup timing report, the critical path kind is primary input to primary output.
- The placed instance count reads 248.
- The pin count of the biggest net entering global routing reads 17.
- The total of clock buffers placed in the layout is 0.
- The number of fill cells reads 563.
- The final hold violation count recorded for this run is 0.
- TritonRoute reported its final design rule violation total as 0.
- Setup repair after global routing left no endpoint under its margin.
- Synthesis produced 98 cells.
- The endpoint type of the worst setup path is a primary output.
- In this run the biggest area consumer among cell types represents 9.490% of the synthesized area.
- After floorplanning, the die was sized to cover 0.008836 mm^2.
- The global-route wire length before repair is 5561 um.
- The run finished with clean final reports.
- The post-synthesis cell type count is 36.
- The total area of sequential cells reads 0 um^2.
- The total negative slack for setup checks reads 0 ns.
- The post-CTS repair timing setup buffer count reads 0.
- The longest individual stage delay on the worst path reads 0.46 ns.
- Per the final layout report, the fraction of cells sized above drive strength 1 comes to 24.16%.
- The synthesized netlist occupies a cell area of 711.9 um^2.
- Data arrives at the worst endpoint at 1.98 ns.
- By area the synthesized netlist is led by mux4_2 (9.5%), nand3b_1 (7.4%), a22oi_1 (5.3%).
- The endpoint of the worst hold path is reported as out[1].
- The weighted congestion reported at the end of routability-driven placement reads 0.7609.
- The number of antenna-violating nets in the routed design reads 0.
- The total cell area reported by yosys after synthesis is 711.9 um^2.
- The total track usage reads 7.779%.
- The number of global-route vias before repair was 1,157.
- The synthesized area per cell is 7.265 um^2.
- Counting instances in the post-synthesis netlist gives the leading cell types as clkbuf_1 (7), nand2_1 (7), nand3b_1 (7), o21ai_0 (6).
- The count of yosys warnings during synthesis reads 1.
- Traced cell by cell, the critical path runs through clkdlybuf4s50_1, mux4_2, nor3b_1, a2111oi_2, nand3_1, buf_2.
- The count of hold-fix buffers inserted at cts is 0.
- The pre-antenna-repair detailed-routing pass consisted of 3 iterations.
- The placed wire-length estimate after detailed placement reads 3225 um.
- For this run, the detailed router reports a per-instance via density of 4.242.
- For the pin with the worst max-slew slack, the measured transition is 0.3453 ns.
- The count of flip-flops and latches reads 0.
- The buffer-and-inverter tally for the worst setup path is 2.
- The chip height is 94 um.
- In the Yosys report, the sequential cells make up 0% of the chip area.
- In the final report, the number of pins over their slew limit comes to 0.
logic make-up after synthesis:
kind of cell	count (synthesis)	synth area share (%)
buffers and inverters	12	8.085
AND/OR/NAND/NOR	47	41.48
multiplexers	9	18.45
AND-OR/OR-AND	30	31.99
where the power goes:
part	internal, mW	switching [mW]	leakage [nW]
logic	0.152	0.0753	0.621
registers	0	0	0
clock network	0	0	0
total	0.152	0.0753	0.621
routing by layer:
layer / share of wire, % / up-vias / global-route usage [%]
met4: 0 / 0 / 0
met1: 41 / 461 / 9.490
met5: 0 / - / 0
met2: 51 / 32 / 13.94
li1: - / 559 / -
met3: 7.7 / 0 / 2.262
final cells by class:
| cell class | instances | area (um^2) | share of cell area, % |
|---|---|---|---|
| repair buffers | 92 | 844.6 | 52.24 |
| multi-input cells | 86 | 684.4 | 42.34 |
| well taps | 70 | 87.58 | 5.418 |
tightest hold or removal path: stages:
cell,delay (ns)
buf_2,0.15
buf_4,0.15
a2bb2oi_1,0.06
nand3_1,0.07
buf_2,0.10
cell usage in the layout, fill, tap and decap left out, drive strengths merged, types with 2 or more instances in the layout:
cell type	n
nand2	7
nor2	4
nor2b	4
a31oi	3
nand2b	2
clkdlybuf4s50	56
o21ai	6
nand4b	2
and3	2
and3b	3
nand4	2
nand3	3
a32o	2
mux4	3
mux2	3
a22oi	5
nor3	4
a221oi	4
nor3b	5
mux2i	3
buf	28
nand3b	7
dlygate4sd2	7
stage by stage:
step	worst slack [ns]	power (mW)	hold WS [ns]	area [um^2]
after floorplan	0.4532	0.08207	1.241	711.9
after global placement	-0.6015	0.2322	2.255	1600
after detailed placement	-0.6355	0.2314	2.238	1600
after CTS	0.02918	0.2286	1.698	1615
after global routing	0.001237	0.2486	1.667	1617
final	0.1021	0.2274	1.581	1617
what timing repair did:
action,CTS,global route
pin swaps,5,1
hold endpoints to repair,0,0
resized,26,6
endpoints found under the setup margin,2,2
worst max-delay path by stage:
stage | start | depth (start not counted) | to | slack (ns)
finish | inp26[1] | 6 | out[1] | 0.10
global route | inp26[1] | 6 | out[1] | 0.001
CTS | sel[0] | 7 | out[0] | 0.03
No activity file was given, so power comes from the tool's default toggle rates.
